==> flow/constraint.sdc <==
current_design events_to_apb

set clk_period 9.8
set clk_io_pct 0.2

create_clock -name clk0 -period $clk_period [get_ports {clk}]

set non_clock_inputs [all_inputs -no_clocks]
set_input_delay [expr $clk_period * $clk_io_pct] -clock clk0 $non_clock_inputs
set_output_delay [expr $clk_period * $clk_io_pct] -clock clk0 [all_outputs]
==> flow/design.v <==
module events_to_apb (
  input   logic         clk,
  input   logic         reset,
  input   logic         event_a_i,
  input   logic         event_b_i,
  input   logic         event_c_i,
  output  logic         apb_psel_o,
  output  logic         apb_penable_o,
  output  logic [31:0]  apb_paddr_o,
  output  logic         apb_pwrite_o,
  output  logic [31:0]  apb_pwdata_o,
  input   logic         apb_pready_i
);
	typedef enum logic[1:0] {ST_IDLE, ST_SETUP, ST_ACCESS} apb_state_t;
  typedef enum logic[31:0] {
    EVENT_A_ADDR = 32'hABBA_0000,
    EVENT_B_ADDR = 32'hBAFF_0000,
    EVENT_C_ADDR = 32'hCAFE_0000} apb_addr_t;
  logic       apb_psel;
  logic       apb_penable;
  logic[31:0] apb_paddr;
  logic       apb_pwrite;
  logic       apb_pwdata_en;
  logic[31:0] apb_pwdata;
  logic[31:0] apb_pwdata_q;
  logic[31:0] paddr_q;
  logic[31:0] nxt_paddr;
  apb_state_t state_q;
  apb_state_t nxt_state;
  logic       apb_state_idle;
  logic       apb_state_setup;
  logic       apb_state_access;
  logic       event_seen;
  logic [3:0] event_a_count_q;
  logic [3:0] nxt_event_a_count;
  logic [3:0] event_b_count_q;
  logic [3:0] nxt_event_b_count;
  logic [3:0] event_c_count_q;
  logic [3:0] nxt_event_c_count;
  logic       event_a_sel;
  logic       event_b_sel;
  logic       event_c_sel;
  assign event_seen = |{event_a_i, event_b_i, event_c_i,
                        event_a_count_q, event_b_count_q, event_c_count_q};
  always_ff @(posedge clk or posedge reset)
    if (reset)
      state_q <= ST_IDLE;
    else
      state_q <= nxt_state;
  always_comb begin
    nxt_paddr = paddr_q;
    case (state_q)
      ST_IDLE: begin
        if (event_seen) begin
          nxt_state = ST_SETUP;
          nxt_paddr = (event_a_i | (|event_a_count_q)) ? EVENT_A_ADDR :
                      (event_b_i | (|event_b_count_q)) ? EVENT_B_ADDR :
                                                         EVENT_C_ADDR;
        end else begin
          nxt_state = ST_IDLE;
        end
      end
      ST_SETUP: begin
        nxt_state = ST_ACCESS;
      end
      ST_ACCESS: begin
        if (apb_pready_i)
          nxt_state = ST_IDLE;
        else
          nxt_state = ST_ACCESS;
      end
      default: nxt_state = ST_IDLE;
    endcase
  end
  assign apb_state_idle   = (state_q == ST_IDLE);
  assign apb_state_setup  = (state_q == ST_SETUP);
  assign apb_state_access = (state_q == ST_ACCESS);
  assign apb_psel    = apb_state_setup | apb_state_access;
  assign apb_penable = apb_state_access;
  assign apb_pwrite  = 1'b1;
  always_ff @(posedge clk or posedge reset)
    if (reset)
      paddr_q <= EVENT_A_ADDR;
    else
      paddr_q <= nxt_paddr;
  assign apb_paddr = paddr_q;
  assign event_a_sel = (nxt_paddr == EVENT_A_ADDR);
  assign event_b_sel = (nxt_paddr == EVENT_B_ADDR);
  assign event_c_sel = (nxt_paddr == EVENT_C_ADDR);
  always_ff @(posedge clk or posedge reset)
    if (reset) begin
      event_a_count_q <= 4'h0;
      event_b_count_q <= 4'h0;
      event_c_count_q <= 4'h0;
    end else begin
      event_a_count_q <= nxt_event_a_count;
      event_b_count_q <= nxt_event_b_count;
      event_c_count_q <= nxt_event_c_count;
    end
  assign nxt_event_a_count = event_a_sel & apb_state_setup ? {3'h0, event_a_i} : event_a_count_q + {3'h0, event_a_i};
  assign nxt_event_b_count = event_b_sel & apb_state_setup ? {3'h0, event_b_i} : event_b_count_q + {3'h0, event_b_i};
  assign nxt_event_c_count = event_c_sel & apb_state_setup ? {3'h0, event_c_i} : event_c_count_q + {3'h0, event_c_i};
  assign apb_pwdata = (event_a_sel) ? 32'(nxt_event_a_count) :
                      (event_b_sel) ? 32'(nxt_event_b_count) :
                      (event_c_sel) ? 32'(nxt_event_c_count) :
                                      32'h0;
  assign apb_pwdata_en = apb_state_idle & event_seen;
  always_ff @(posedge clk or posedge reset)
    if (reset)
      apb_pwdata_q <= 32'h0;
    else if (apb_pwdata_en)
      apb_pwdata_q <= apb_pwdata;
  assign apb_psel_o     = apb_psel;
  assign apb_penable_o  = apb_penable;
  assign apb_paddr_o    = apb_paddr;
  assign apb_pwrite_o   = apb_pwrite;
  assign apb_pwdata_o   = apb_pwdata_q;
endmodule
==> flow/run.sh <==
#!/bin/bash
# OpenROAD 26Q1-2900-gdf79404cd8, Yosys 0.63+post, stock flow scripts
make -C /OpenROAD-flow-scripts/flow DESIGN_CONFIG=/design/flow/config.mk WORK_HOME=/design/flow/orfs finish
==> flow/config.mk <==
export PLATFORM = sky130hd
export DESIGN_NAME = events_to_apb
export DESIGN_NICKNAME = events_to_apb
export VERILOG_FILES = /design/flow/design.v
export SDC_FILE = /design/flow/constraint.sdc
export NUM_CORES = 4
export LEC_CHECK = 1
export CORE_UTILIZATION = 40
==> results.yml <==
# synthesis and place-and-route metrics
outcome:
  status: "finished clean"
floorplanning:
  ios: 73
  die_x_um: 80.9
  fp.dieH_um: 80.9
  fp_util: 0.418
  dieArea_um2: 6540
  core-area_um2: 5960
  row_count: 28
final_timing:
  finalHoldWorstSlack_ns: 0.522
  layout_setup_ws_ns: 5.65
  relSlewSlack: 0.586
  period_used_share: 0.424
  fin_tns_setup_ns: 0
  post-route-min-period_ns: 4.15
  fin_worst_skew_ns: 0.00675
  tightest_slew_ns: 0.621
  finalMaxSlewViolations: 0
  rsz0062_at_grt: "false"
  setup_viol_count_final: 0
  finalHoldViolations: 0
  max_freq_mhz: 241
synth:
  netlist_area_um2: 2490
  ys_seq_frac: 0.518
  yosys_cells: 221
  async_flop_share: 1.00
  netlist_instances: 221
  ys_types: 48
  ys_chip_area_um2: 2490
  yosysWarnings: 1
  avgSynthCellArea_um2: 11.3
  numSynthFlops: 51
  ff_type: "dfrtp_1"
  edf_count: 0
hold_path:
  hold_depth: 1
  hp-start: "paddr_q[6]$_DFF_PP0_"
  hold_path_end: "paddr_q[6]$_DFF_PP0_"
  min_path_type: "register to register"
grt:
  grt_first_pass_wirelength_um: 7450
  antenna_found_initial: 0
  grt.busiest_layer: "met1"
  grt.met3_usage: 0.0308
  grt_max_degree: 52
  grt_pass1_vias: 1534
  gr-usage-met2: 0.218
  groute.layer.met1.usage: 0.258
  grt.overflow.total: 0
  track_usage: 0.153
clock_network:
  clk_pin_slew_ns: 0.10
  hold_buffers: 0
  cts_tree: "built"
  cts_root_buffer: "clkbuf_8"
  cts_buffers: 5
  htree_levels: 2
  cts_setup_buffers: 0
  cts_sinks: 51
  insertion_delay_ns: 0.30
  cts_buffer_depth: 2
  ctsResizeCount: 0
routing:
  routed_wl_um: 4560
  drt_iter0_drc: 81
  drc_errors: 0
  viasPerCell: 4.69
  wire_per_inst_um: 13.3
  drt_pass1_iterations: 4
  diodes: 0
  via_count: 1604
  drtAntennaViolNets: 0
layout:
  postLayoutCoreUtil: 0.505
  final_cell_mix: "43 x clkdlybuf4s50_1, 40 x dfrtp_1, 29 x conb_1"
  final_common_cell: "clkdlybuf4s50_1"
  stdcell_count: 342
  syn2layout_area_growth_pct: 21.0
  layout-drive-gt1-share: 0.176
critical_path:
  reg2reg_depth: 8
  worst_ep_required_time_ns: 9.99
  start_kind: "primary input"
  critical_path_arrival_ns: 4.34
  timing.rr.end: "event_c_count_q[0]$_DFF_PP0_"
  timing.rr.start: "event_b_count_q[1]$_DFF_PP0_"
  cp-end-kind: "register"
  worstPathMaxFanout: 28
  setup.worst_path.class: "primary input to register"
  ff2ff_setup_slack_ns: 7.27
placed_design:
  dp_slack_ns: 5.32
  globalplace.congestion: 0.851
  dpl.cell_count: 334
  dp_hpwl_um: 3290
  placement.io_buffers: 43
power:
  leakage_nw: 1.43
  p_per_area_nw_per_um2: 174
  peakVddDrop_uv: 95.9
flow_run:
  warning_count: 25
  cap_violations: 0
critical path, stage by stage:
cell and delay, ns:
clkdlybuf4s50_1 0.47, or4_4 0.49, nor2_8 0.17, nand2_4 0.07, o31ai_4 0.25, inv_2 0.25, o21ai_4 0.26, a211oi_2 0.10
mux2_4 0.32
worst max path at each step:
stage	startpoint	end	slack [ns]	cells after the start
finish	event_b_i	event_c_count_q[0]$_DFF_PP0_	5.65	9
CTS	event_b_i	event_c_count_q[0]$_DFF_PP0_	5.64	9
global route	event_b_i	event_c_count_q[0]$_DFF_PP0_	5.53	9
per-stage QoR:
| step | total power, mW | cell area [um2] |
|---|---|---|
| detailed placement | 0.372 | 2890 |
| global route | 0.557 | 3010 |
| floorplan | 0.350 | 2590 |
| CTS | 0.529 | 3010 |
| finish | 0.525 | 3010 |
| global placement | 0.375 | 2890 |
cell families after synthesis:
group           after synthesis  share of synthesized area
simple gates                 80                      0.194
flops                        51                      0.518
buf+inv                      41                      0.106
compound gates               29                     0.0975
fa+ha+maj                     6                     0.0302
xor+xnor                      6                     0.0211
mux                           6                     0.0307
other cells                   2                    0.00302
state kept, by name, indices dropped and copies added (netlist names):
signal           flops
event_c_count_q      4
event_a_count_q      4
paddr_q             32
event_b_count_q      4
state_q              3
apb_pwdata_q         4
cell usage after synthesis (2+ instances only):
cell type,count,area (um2)
mux2_4,3,45.0
a21o_1,5,37.5
o32a_1,2,20.0
nor4_1,2,12.5
dfrtp_1,40,1000
nor2_1,15,56.3
nor2_2,2,12.5
xnor2_1,3,26.3
dfstp_2,11,289
and2b_1,5,37.5
a21oi_1,4,20.0
o21ai_1,2,10.0
nor3_1,3,15.0
clkbuf_1,4,15.0
and3_1,2,12.5
nand4_1,2,12.5
nand3_1,4,20.0
o211ai_1,2,15.0
ha_1,6,75.1
nand2_1,10,37.5
buf_4,29,218
a211oi_1,2,15.0
o21ai_0,3,15.0
or4_4,2,22.5
mux2i_1,2,20.0
nor2b_1,14,87.6
or2_2,10,62.6
inv_1,7,26.3
conb_1,2,7.51
xor2_1,3,26.3
or4_1,3,22.5
per-layer routing:
metal | vias up | part of all wire | wire length (um)
met3 | 4 | 0.056 | 256
met4 | 0 | 0.0068 | 31
met1 | 773 | 0.48 | 2200
met5 | - | 0 | 0
li1 | 783 | - | -
met2 | 44 | 0.45 | 2080
area by class of cell:
type / instances / area, um2
inverters: 8 / 30.0
flip-flops and latches: 51 / 1290
well taps: 75 / 93.8
fillers: 560 / 2950
repair buffers: 44 / 438
multi-input cells: 156 / 1040
clock inverters: 2 / 38.8
clock buffers: 6 / 82.6
report_power, final:
group	switching, mW	total [mW]	internal (mW)	leakage [nW]
sequential	0.0288	0.266	0.238	0.636
combinational	0.0538	0.102	0.0485	0.737
clock	0.0720	0.156	0.0841	0.0618
total	0.155	0.525	0.370	1.43
Power and IR drop assume default switching activity.
