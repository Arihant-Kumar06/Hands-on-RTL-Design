==> ./design.v <==
module seq_generator (
  input   logic        clk,
  input   logic        reset,
  output  logic [31:0] seq_o
);
  logic[31:0] seq_t1;
  logic[31:0] seq_t2;
  logic[31:0] seq_t3;
  logic[31:0] seq_nxt;
  always_ff @(posedge clk or posedge reset)
    if(reset) begin 
      seq_t3 <= 32'h0;
      seq_t2 <= 32'h1;
      seq_t1 <= 32'h1;
    end else begin
      seq_t3 <= seq_t2;
      seq_t2 <= seq_t1;
      seq_t1 <= seq_nxt;
    end
  assign seq_nxt[31:0] = seq_t3[31:0] + seq_t2[31:0];
  assign seq_o[31:0] = seq_t3[31:0];
endmodule
==> ./run.sh <==
#!/bin/bash
# OpenROAD 26Q1-2900-gdf79404cd8, Yosys 0.63+post, stock flow scripts
make -C /OpenROAD-flow-scripts/flow DESIGN_CONFIG=/design/flow/config.mk WORK_HOME=/design/flow/orfs finish
==> ./config.mk <==
export PLATFORM = sky130hd
export DESIGN_NAME = seq_generator
export DESIGN_NICKNAME = seq_generator
export VERILOG_FILES = /design/flow/design.v
export SDC_FILE = /design/flow/constraint.sdc
export NUM_CORES = 4
export LEC_CHECK = 1
export CORE_UTILIZATION = 40
==> ./constraint.sdc <==
current_design seq_generator

set clk_period 8.2
set clk_io_pct 0.2

create_clock -name clk0 -period $clk_period [get_ports {clk}]

set non_clock_inputs [all_inputs -no_clocks]
set_input_delay [expr $clk_period * $clk_io_pct] -clock clk0 $non_clock_inputs
set_output_delay [expr $clk_period * $clk_io_pct] -clock clk0 [all_outputs]
==> reports/metrics.yaml <==
final_timing:
  timing.final.crit_period_ps: 2901
  timing.final.ws_setup_ps: 5299
  finalSetupViolations: 0
  maxSlewViolCount: 0
  slew_headroom_pct: 47.85
  worst_slew_pin_slew_ps: 782.3
  finClkSkew_ps: 16.95
  hold_viol: 0
  finalCritPeriodShare_pct: 35.38
  fmax_mhz: 344.7
  rsz0062_at_grt: "no"
  setup_tns_ps: 0
worst_setup_path:
  critical_path_class: "reg2out"
  cp_num_cells: 1
  end_kind: "output pin"
  rrSetupSlack_ps: 5540
  critPathBufInv: 1
  critPathLaunchType: "register"
  cp-startpoint: "seq_t3[1]"
  worst_path_max_delay_cell: "clkdlybuf4s50_1"
  rr_startpoint: "seq_t2[0]"
  reg2reg_depth: 8
  critical_path.endpoint: "seq_o[1]"
  cpPeakStageDelay_ps: 490
  cp_cell_sequence: "clkdlybuf4s50_1"
  crit_arrival_ps: 1260
  reg2reg_to: "seq_t1[30]"
  critPathMaxFanout: 3
  cp.required_ps: 6560
  critPathTopFamily: "buffers and inverters"
synthesis:
  synth-edff-count: 0
  ff_type: "dfrtp_1"
  ys_top_logic_family: "AND-OR/OR-AND gates"
  ys_cells: 372
  netlist.area_leader.share_pct: 52.81
  syn_avg_cell_area_sq_um: 11.97
  yosysTopAreaCell: "dfrtp_1"
  syn_inst: 372
  synth-adder-area-share_pct: 9.157
  synth.distinct_cells: 68
  synthXorXnorAreaFrac_pct: 4.522
  top_cells_by_area: "dfrtp_1, ha_1, a21oi_1"
  yosys_warnings: 1
  async_flop_share_pct: 100.0
  ys_ff: 96
  aoi_share_pct: 17.64
  simple_gate_area_share_pct: 10.62
  ys_seq_share_pct: 53.99
  ys_area_sq_mm: 0.004454
  yosys-mux-area-fraction_pct: 1.152
  syn_area_sq_mm: 0.004454
clocking:
  htree_levels: 3
  tritoncts: "yes"
  clkTransAtPathRegs_ps: 100
  cts.path.max_buffers: 2
  cts_buffers: 9
  clock_latency_ps: 360
  ctsRootBufferMaster: "clkbuf_8"
  cts_hold_buf: 0
  cts.sink_count: 96
  post-cts-setup-buffer-count: 0
  postCtsResizedCells: 0
floorplan:
  ios: 34
  chipHeight_um: 107.5
  fp_util_pct: 41.09
  chip_area_sq_mm: 0.01156
  chipWidth_um: 107.5
  rows: 38
  coreArea_sq_mm: 0.01084
layout:
  comb_area_sq_mm: 0.001919
  regArea_sq_mm: 0.002405
  n_fill_cell: 971
  syn2layout_area_growth_pct: 14.55
  drive_above_1_share_pct: 8.010
grt:
  overflow: 0
  grt_util_all_layers_pct: 15.88
  grt_pass1_vias: 2915
  grt_max_degree: 67
  antenna_found_initial: 0
  grt_pass1_wl_um: 14150
placed_design:
  port_buffers: 33
  dp_hpwl_um: 5730
  dp_slack_ps: 4961
  gp_congestion: 0.8402
detailed_routing:
  routed_wl_um: 7921
  wl_per_cell_um: 14.35
  dr.first_iter.drc_count: 140
  drt_pass1_iterations: 4
  dr_total_vias: 2905
  postRouteAntennaNets: 0
  drcViolationCount: 0
  viasPerCell: 5.263
  diodes: 0
power_and_ir_drop:
  ir_worst_vdd_v: 0.0001076
  p_leak_nw: 2.569
  power_density_mw_per_mm2: 159.6
job:
  drv_cap: 0
  warning_count: 25
min_path:
  hp-class: "reg2reg"
run_status:
  status: "completed"
## how the worst min path moves through the flow
stage / startpoint / endpoint / slack [ps] / cells after the start
after CTS: seq_t1[30] / seq_t2[30] / 350 / 0
after global routing: seq_t1[30] / seq_t2[30] / 350 / 0
final: seq_t1[26] / seq_t2[26] / 350 / 0
## placed cells by master (no fill, tap or decap), types with 3 or more instances in the layout
cell type / n
o21a_1: 4
nand3_1: 8
clkbuf_8: 9
nor2b_1: 3
dfrtp_1: 94
o21ai_1: 3
and4_1: 5
nand2b_1: 4
mux2i_1: 4
inv_1: 11
xor2_1: 10
a21oi_1: 28
a211o_1: 3
ha_1: 31
o211ai_1: 5
clkdlybuf4s50_1: 33
nand4_1: 5
nand2_1: 20
o21a_2: 3
nor2_1: 20
xnor2_1: 13
nor3_1: 4
o21ai_0: 11
a211oi_1: 6
a21o_1: 14
o21bai_1: 3
## sequential cells by signal, summed over array words and instances (netlist names)
signal	cells
seq_t3	32
seq_t2	32
seq_t1	32
## metrics by stage
| step | utilization, % | hold slack (ps) | instance area, sq um | power (mW) | instances |
|---|---|---|---|---|---|
| after floorplan | - | 331.2 | 4454 | 0.4893 | 372 |
| after global placement | 45.06 | 331.8 | 4885 | 0.4927 | 536 |
| after detailed placement | 45.06 | 334.7 | 4885 | 0.4930 | 536 |
| after CTS | 47.07 | 353.1 | 5102 | 0.8327 | 552 |
| after global routing | 47.07 | 354.8 | 5102 | 0.8508 | 552 |
| final | 47.07 | 352.3 | 5102 | 0.8144 | 552 |
## cells in the mapped netlist (3+ instances only)
master,count
a211o_1,3
a211oi_1,6
a21o_1,14
a21oi_1,28
and4_1,5
clkbuf_1,5
dfrtp_1,94
ha_1,31
inv_1,12
mux2i_1,4
nand2_1,20
nand2b_1,4
nand3_1,8
nand4_1,5
nor2_1,20
nor2b_1,3
nor3_1,4
o211ai_1,5
o21a_1,4
o21a_2,3
o21ai_0,11
o21ai_1,3
o21bai_1,3
xnor2_1,13
xor2_1,10
## kinds of logic (layout without fill, tap and decap cells)
group / Yosys count / after routing
AND/OR/NAND/NOR: 87 / 87
multiplexers: 5 / 5
XOR/XNOR: 23 / 23
adder cells (fa/ha/maj): 32 / 32
AND-OR/OR-AND: 107 / 107
flip-flops: 96 / 96
buffers and inverters: 22 / 62
## where the power goes
group          total [mW]  internal, mW  switching (mW)
sequential          0.473         0.473               0
clock               0.332         0.174           0.158
combinational     0.00951      0.000824         0.00868
total               0.814         0.647           0.167
## layout make-up
class	instances	area share, %
clock inverters	6	1.766
clock buffers	10	2.501
inverters	12	0.9318
well taps	140	3.433
repair buffers	34	6.621
flip-flops and latches	96	47.13
multi-input cells	254	37.62
## per-layer routing
metal / GRT usage, % / routed length, um
met5: 0 / 0
met1: 27.53 / 4153
met4: 2.153 / 111
met3: 3.148 / 264
met2: 21.79 / 3391
No activity file was given, so power comes from the tool's default toggle rates.
