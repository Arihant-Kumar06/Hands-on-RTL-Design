$ cat flow/design.v
module atomic_counters (
  input                   clk,
  input                   reset,
  input                   trig_i,
  input                   req_i,
  input                   atomic_i,
  output logic            ack_o,
  output logic[31:0]      count_o
);
  logic [63:0] count_q;
  logic [63:0] count;
  logic[31:0] count_msb;
  logic atomic_q;
  logic req_q;
  always_ff @(posedge clk or posedge reset)
    if(reset) begin
    	atomic_q <= 1'b0;
      req_q <= 1'b0;
    end else begin
      atomic_q <= atomic_i;
      req_q <= req_i;
    end
  always_ff @(posedge clk or posedge reset)
    if (reset)
      count_q[63:0] <= 64'h0;
    else
      count_q[63:0] <= count;
  assign count[63:0] = count_q[63:0] + {{63{1'b0}}, trig_i};
  always_ff @(posedge clk or posedge reset)
    if (reset)
      count_msb <= 32'h0;
  else if (atomic_q)
    count_msb <= count_q[63:32];
  assign ack_o = req_q;
  assign count_o[31:0] = req_q ? (atomic_q ? count_q[31:0] : count_msb[31:0]) : 32'h0;
endmodule
$ cat flow/run.sh
#!/bin/bash
# OpenROAD 26Q1-2900-gdf79404cd8, Yosys 0.63+post, stock flow scripts
make -C /OpenROAD-flow-scripts/flow DESIGN_CONFIG=/design/flow/config.mk WORK_HOME=/design/flow/orfs finish
$ cat flow/config.mk
export PLATFORM = sky130hd
export DESIGN_NAME = atomic_counters
export DESIGN_NICKNAME = atomic_counters
export VERILOG_FILES = /design/flow/design.v
export SDC_FILE = /design/flow/constraint.sdc
export NUM_CORES = 4
export LEC_CHECK = 1
export CORE_UTILIZATION = 50
$ cat flow/constraint.sdc
current_design atomic_counters

set clk_period 10.7
set clk_io_pct 0.2

create_clock -name clk0 -period $clk_period [get_ports {clk}]

set non_clock_inputs [all_inputs -no_clocks]
set_input_delay [expr $clk_period * $clk_io_pct] -clock clk0 $non_clock_inputs
set_output_delay [expr $clk_period * $clk_io_pct] -clock clk0 [all_outputs]
==> results.yml <==
# flow metrics
status:
  outcome: "complete, no violations"
detailed_routing:
  detail_route.wirelength_um: 9490
  wl_per_instance_um: 15.04
  insertedDiodeCount: 0
  detail_route.first_pass.iterations: 4
  drt.antenna.violating_nets: 0
  drt_drc_violations_left: 0
  drt_first_iter_violations: 148
  vias_per_cell: 5.368
  dr_total_vias: 3387
pwr:
  max-vdd-ir-drop_uv: 84.01
  powerDensity_nw_per_um2: 132.4
  power.static_leakage_uw: 0.002482
place:
  detailed_place_hpwl_um: 6752
  numPlacedInstances: 615
  place_congestion: 0.8516
  io_buf_count: 37
  place_worst_setup_slack_ns: 5.999
  place_area_um2: 5126
critical_path:
  register_to_register_path_setup_slack_ns: 8.30
  worstPathCellList: "buf_4 > nand2_1 > a21boi_0 > clkdlybuf4s50_1"
  r2r.worst_path.cells: 5
  critPathLaunch: "atomic_q"
  timing.critical_path.slowest_cell_delay_ns: 0.78
  cp_max_delay_cell: "sky130_fd_sc_hd__dfrtp_2"
  end_of_the_worst_register_to_register_path: "count_q[56]"
  critPathCaptureType: "output port"
  path_depth: 4
  worstSetupStartpointType: "flop"
  critical_setup_path_class: "flop to output port"
  data_arrival_time_of_the_worst_path_ns: 2.53
  critPathTopFamily: "buffers and inverters"
  critPathMaxFanout: 54
  cp_num_buf_inv: 2
  cp.required_ns: 8.56
  worstReg2RegStart: "count_q[25]"
  worst_setup_path_endpoint: "count_o[22]"
floorplan:
  coreArea_um2: 8891
  floorplan.die.width_um: 98.56
  fp-row-count: 34
  design.die.area_um2: 9714
  floorplan.core_util_pct: 52.43
  fp.dieH_um: 98.56
  io-pin-count: 38
timing:
  number_of_hold_violations_in_the_final_report: 0
  fin_crit_sh_pct: 43.64
  worst_path_setup_slack_after_routing_ns: 6.031
  max_slew_margin_pct: 53.66
  setup_viol_count_final: 0
  worst_slew_pin_slew_ns: 0.6898
  worst_clock_skew_ns: 0.01169
  grt_setup_unrepaired: "false"
  fin_tns_setup_ns: 0
  max_clock_freq_mhz: 214.2
  period_minus_slack_ns: 4.669
  slew_violations: 0
cts:
  tritoncts.num_buffers: 9
  cts_root_buf: "sky130_fd_sc_hd__clkbuf_8"
  source_to_sink_clock_delay_at_the_later_pin_of_the_worst_skew_pair_ns: 0.36
  ctsHoldBuffers: 0
  tritoncts: "done"
  max-clock-path-buffers: 2
  cts.repair.resized: 0
  post-cts-setup-buffers: 0
  clk_transition_reported_paths_ns: 0.09
  cts_h_tree_depth: 3
  clock_sink_count: 98
layout:
  drive_above_1_share_pct: 5.354
  final_design_area_no_fill_um2: 5348
  area_growth_pct: 14.71
  layout.cells.non_filler: 631
grt:
  grt_util_all_layers_pct: 22.70
  grt_antenna_before_repair: 0
  grt_pass1_wl_um: 16660
  first_global_vias: 3214
  grt_remaining_overflow: 0
  grt_start_max_net_pins: 55
yosys:
  synth.yosys.warnings: 1
  synth-area-yosys_um2: 4662
  ys_sh_xor_pct: 11.65
  postSynthAreaPerCell_um2: 9.612
  synth_flops: 98
  ys_cells: 485
  syn_area_um2: 4662
  post_synth_mux_area_share_pct: 0
  largest_area_cell: "sky130_fd_sc_hd__dfrtp_1"
  seq_area_frac_synth_pct: 52.60
  synth_compound_gate_area_share_pct: 5.153
  syn_inst: 485
  area_leaders: "sky130_fd_sc_hd__dfrtp_1, sky130_fd_sc_hd__nand2_1, sky130_fd_sc_hd__xor2_1"
  adder_share_pct: 0.5368
  topCombFamilyByArea: "simple AND/OR/NAND/NOR gates"
  post_synthesis_cell_type_count: 26
  synth_top_area_share_pct: 52.60
  synthSimpleGateAreaFrac_pct: 27.97
min_path:
  min_path_type: "flop to flop"
  holdPathStages: 2
run:
  max_cap_violations: 0
  warning_total_across_the_stage_logs: 26
cells in the mapped netlist:
cell	instances
sky130_fd_sc_hd__nand2_1	120
sky130_fd_sc_hd__dfrtp_1	98
sky130_fd_sc_hd__xor2_1	34
sky130_fd_sc_hd__nand2b_1	33
sky130_fd_sc_hd__a21boi_0	32
sky130_fd_sc_hd__xnor2_1	28
sky130_fd_sc_hd__nand3_1	27
sky130_fd_sc_hd__nor3_1	20
sky130_fd_sc_hd__clkbuf_1	18
sky130_fd_sc_hd__nand4_1	18
sky130_fd_sc_hd__nor2_1	18
sky130_fd_sc_hd__inv_1	8
sky130_fd_sc_hd__nor4_1	8
sky130_fd_sc_hd__and3_1	5
sky130_fd_sc_hd__or2_2	3
sky130_fd_sc_hd__and2_1	2
sky130_fd_sc_hd__ha_1	2
sky130_fd_sc_hd__nor4_4	2
sky130_fd_sc_hd__or3_1	2
sky130_fd_sc_hd__and4_1	1
sky130_fd_sc_hd__nor3_2	1
sky130_fd_sc_hd__nor3b_1	1
sky130_fd_sc_hd__or3_2	1
sky130_fd_sc_hd__or3_4	1
sky130_fd_sc_hd__or4_1	1
sky130_fd_sc_hd__or4_4	1
registers in the layout (all words and copies together), names as in the netlist:
register   count
count_q       64
count_msb     32
atomic_q       1
req_q          1
kinds of logic after synthesis:
| group | count (synthesis) |
|---|---|
| simple gates | 265 |
| flops | 98 |
| xor+xnor | 62 |
| compound gates | 32 |
| buf+inv | 26 |
| fa+ha+maj | 2 |
how the worst min path moves through the flow:
stage | slack, ns | startpoint | end
final | 0.48 | count_msb[29] | count_msb[29]
after global routing | 0.49 | count_msb[8] | count_msb[8]
after CTS | 0.48 | count_msb[9] | count_msb[9]
through the flow:
step                      util [%]  total power, uW  hold slack [ns]
after floorplan                  -            434.7           0.4381
after global routing         60.15            740.6           0.4944
after global placement       57.66            455.4           0.4518
after detailed placement     57.66            455.0           0.4545
after CTS                    60.15            718.3           0.4795
final                        60.15            708.2           0.4758
report_power, final:
group,internal (uW),total [uW],switching (uW)
logic,23.8,45.4,21.6
registers,384,401,17.4
clock network,139,261,123
per-layer routing:
metal	routed length [um]	GRT usage, %	part of all wire (%)	vias to the layer above
met2	4049	31.31	43	67
met1	4954	41.58	52	1637
met4	87	1.607	0.92	0
met5	0	0	0	-
li1	-	-	-	1676
met3	398	4.040	4.2	7
worst min-delay path: stages (launching register included):
cell                       delay (ns)
sky130_fd_sc_hd__dfrtp_1         0.33
sky130_fd_sc_hd__nand2b_1        0.06
sky130_fd_sc_hd__nand2_1         0.06
cells in the final DEF (no fill, tap or decap), drive strengths merged, types with 3 or more instances in the layout:
cell	n
nor3	21
a21boi	32
clkbuf	12
or2	3
nor4	10
xor2	34
nand2	120
dfrtp	98
and3	5
clkdlybuf4s50	37
or3	4
inv	8
nand3	27
nor2	18
xnor2	28
nand2b	33
buf	3
nand4	18
final cells by class:
cell class                      count  area, um^2
Multi-Input combinational cell    361        2112
Tap cell                          108       135.1
Timing Repair Buffer               40       392.9
Clock buffer                       12       145.1
Fill cell                         758        3543
Inverter                            8       32.53
Sequential cell                    98        2454
Clock inverter                      4       76.32
Power is estimated from default activity; no workload was simulated.
